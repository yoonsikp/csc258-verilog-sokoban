$ cat /design/flow/run.sh
#!/bin/bash
# OpenROAD 26Q1-2900-gdf79404cd8, Yosys 0.63+post, stock flow scripts
make -C /OpenROAD-flow-scripts/flow DESIGN_CONFIG=/design/flow/config.mk WORK_HOME=/design/flow/orfs finish
$ cat /design/flow/config.mk
export PLATFORM = sky130hd
export DESIGN_NAME = vga_controller
export DESIGN_NICKNAME = vga_controller
export VERILOG_FILES = /design/flow/design.v
export SDC_FILE = /design/flow/constraint.sdc
export NUM_CORES = 4
export LEC_CHECK = 1
export CORE_AREA = 10 10 103 103
export DIE_AREA = 0 0 113 113
$ cat /design/flow/constraint.sdc
current_design vga_controller

set clk_period 3.3
set clk_io_pct 0.2

create_clock -name clk0 -period $clk_period [get_ports {vga_clock}]

set non_clock_inputs [all_inputs -no_clocks]
set_input_delay [expr $clk_period * $clk_io_pct] -clock clk0 $non_clock_inputs
set_output_delay [expr $clk_period * $clk_io_pct] -clock clk0 [all_outputs]
$ cat /design/flow/design.v
module vga_address_translator(x, y, mem_address);
	parameter RESOLUTION = "320x240";
	input [((RESOLUTION == "320x240") ? (8) : (7)):0] x; 
	input [((RESOLUTION == "320x240") ? (7) : (6)):0] y;	
	output reg [((RESOLUTION == "320x240") ? (16) : (14)):0] mem_address;
	wire [16:0] res_320x240 = ({1'b0, y, 8'd0} + {1'b0, y, 6'd0} + {1'b0, x});
	wire [15:0] res_160x120 = ({1'b0, y, 7'd0} + {1'b0, y, 5'd0} + {1'b0, x});
	always @(*)
	begin
		if (RESOLUTION == "320x240")
			mem_address = res_320x240;
		else
			mem_address = res_160x120[14:0];
	end
endmodule
module vga_controller(	vga_clock, resetn, pixel_colour, memory_address, 
		VGA_R, VGA_G, VGA_B,
		VGA_HS, VGA_VS, VGA_BLANK,
		VGA_SYNC, VGA_CLK);
	parameter BITS_PER_COLOUR_CHANNEL = 1;
	parameter MONOCHROME = "FALSE";
	parameter RESOLUTION = "320x240";
	parameter C_VERT_NUM_PIXELS  = 10'd480;
	parameter C_VERT_SYNC_START  = 10'd493;
	parameter C_VERT_SYNC_END    = 10'd494;  
	parameter C_VERT_TOTAL_COUNT = 10'd525;
	parameter C_HORZ_NUM_PIXELS  = 10'd640;
	parameter C_HORZ_SYNC_START  = 10'd659;
	parameter C_HORZ_SYNC_END    = 10'd754;  
	parameter C_HORZ_TOTAL_COUNT = 10'd800;	
	input vga_clock, resetn;
	input [((MONOCHROME == "TRUE") ? (0) : (BITS_PER_COLOUR_CHANNEL*3-1)):0] pixel_colour;
	output [((RESOLUTION == "320x240") ? (16) : (14)):0] memory_address;
	output reg [9:0] VGA_R;
	output reg [9:0] VGA_G;
	output reg [9:0] VGA_B;
	output reg VGA_HS;
	output reg VGA_VS;
	output reg VGA_BLANK;
	output VGA_SYNC, VGA_CLK;
	reg VGA_HS1;
	reg VGA_VS1;
	reg VGA_BLANK1; 
	reg [9:0] xCounter, yCounter;
	wire xCounter_clear;
	wire yCounter_clear;
	wire vcc;
	reg [((RESOLUTION == "320x240") ? (8) : (7)):0] x; 
	reg [((RESOLUTION == "320x240") ? (7) : (6)):0] y;	
	assign vcc =1'b1;
	always @(posedge vga_clock or negedge resetn)
	begin
		if (!resetn)
			xCounter <= 10'd0;
		else if (xCounter_clear)
			xCounter <= 10'd0;
		else
		begin
			xCounter <= xCounter + 1'b1;
		end
	end
	assign xCounter_clear = (xCounter == (C_HORZ_TOTAL_COUNT-1));
	always @(posedge vga_clock or negedge resetn)
	begin
		if (!resetn)
			yCounter <= 10'd0;
		else if (xCounter_clear && yCounter_clear)
			yCounter <= 10'd0;
		else if (xCounter_clear)		 
			yCounter <= yCounter + 1'b1;
	end
	assign yCounter_clear = (yCounter == (C_VERT_TOTAL_COUNT-1)); 
	always @(*)
	begin
		if (RESOLUTION == "320x240")
		begin
			x = xCounter[9:1];
			y = yCounter[8:1];
		end
		else
		begin
			x = xCounter[9:2];
			y = yCounter[8:2];
		end
	end
	vga_address_translator controller_translator(
					.x(x), .y(y), .mem_address(memory_address) );
		defparam controller_translator.RESOLUTION = RESOLUTION;
	always @(posedge vga_clock)
	begin
		VGA_HS1 <= ~((xCounter >= C_HORZ_SYNC_START) && (xCounter <= C_HORZ_SYNC_END));
		VGA_VS1 <= ~((yCounter >= C_VERT_SYNC_START) && (yCounter <= C_VERT_SYNC_END));
		VGA_BLANK1 <= ((xCounter < C_HORZ_NUM_PIXELS) && (yCounter < C_VERT_NUM_PIXELS));	
		VGA_HS <= VGA_HS1;
		VGA_VS <= VGA_VS1;
		VGA_BLANK <= VGA_BLANK1;	
	end
	assign VGA_SYNC = vcc;
	assign VGA_CLK = vga_clock;
	integer index;
	integer sub_index;
	always @(pixel_colour)
	begin		
		VGA_R <= 'b0;
		VGA_G <= 'b0;
		VGA_B <= 'b0;
		if (MONOCHROME == "FALSE")
		begin
					VGA_R[9:4] <= pixel_colour[17:BITS_PER_COLOUR_CHANNEL*2];
					VGA_G[9:4] <= pixel_colour[BITS_PER_COLOUR_CHANNEL*2 - 1:BITS_PER_COLOUR_CHANNEL];
					VGA_B[9:4] <= pixel_colour[BITS_PER_COLOUR_CHANNEL-1:0];
					VGA_R[3:0] <= 4'b0;
					VGA_G[3:0] <= 4'b0;
					VGA_B[3:0] <= 4'b0;
		end
		else
		begin
			for (index = 0; index < 10; index = index + 1)
			begin
				VGA_R[index] <= pixel_colour[0:0];
				VGA_G[index] <= pixel_colour[0:0];
				VGA_B[index] <= pixel_colour[0:0];
			end	
		end
	end
endmodule
==> results.sh <==
# yosys + openroad results
export IMPL_status="finished with violations"
export IMPL_violations="negative setup slack"
export IMPL_clk_pin_slew_ns=0.09
export IMPL_crit_slowest_cell="fa_1"
export IMPL_wl_per_cell_um=11.4
export IMPL_synth_distinct_cells=40
export IMPL_ys_sh_adder_pct=15.8
export IMPL_worst_hold_path_type="reg -> reg"
export IMPL_tightest_slew_ns=0.666
export IMPL_end_kind="output port"
export IMPL_area_delta_synth_final_pct=23.8
export IMPL_place_congestion=0.780
export IMPL_io_pins=57
export IMPL_core_um2=8300
export IMPL_aoi_share_pct=11.9
export IMPL_vias=1457
export IMPL_syn_area_um2=1990
export IMPL_synthFlopType="dfrtp_1"
export IMPL_ys_sh_simple_pct=15.2
export IMPL_hpwlAfterDp_mm=3.05
export IMPL_critPathMaxStageDelay_ns=0.55
export IMPL_r2r_end="yCounter[9]"
export IMPL_drtIter0Drc=40
export IMPL_chipArea_um2=12800
export IMPL_cp_cell_sequence="inv_2 > fa_1 > inv_2 > fa_2 > buf_4 > buf_6 > buf_4 > a21o_1 > a211oi_2 > nor2_1 > clkbuf_2"
export IMPL_die_w_um=113
export IMPL_cp_endpoint="memory_address[11]"
export IMPL_portBuffers=22
export IMPL_grt_usage_pct=5.92
export IMPL_drc=0
export IMPL_nFillCells=825
export IMPL_via_per_inst=4.14
export IMPL_synth_avg_cell_area_um2=9.43
export IMPL_power_leakage_nw=1.19
export IMPL_start_kind="register"
export IMPL_top_logic_kind="buffers and inverters"
export IMPL_power_density_nw_per_um2=284
export IMPL_final_cells=352
export IMPL_grt_pass1_wl_mm=6.67
export IMPL_clk_latency_ns=0.37
export IMPL_slew_violations=0
export IMPL_netlist_instances=211
export IMPL_crit_family="adder cells"
export IMPL_placed_cells=337
export IMPL_place_area_um2=2240
export IMPL_edf_count=0
export IMPL_ys_async_sr_fraction_pct=76.9
export IMPL_fin_skew_ns=0.00207
export IMPL_cts_tree="done"
export IMPL_setup_worst_path_class="reg -> out"
export IMPL_ys_warn_count=3
export IMPL_ys_cells=211
export IMPL_fin_crit_ns=3.36
export IMPL_setup_ws_ns=-0.0601
export IMPL_reg2reg_setup_slack_ns=1.02
export IMPL_fin_util_pct=29.7
export IMPL_layout_drive_gt1_share_pct=21.9
export IMPL_antenna_cells_inserted=0
export IMPL_antenna_found_initial=0
export IMPL_setup_violations=3
export IMPL_synth_flop_count=26
export IMPL_synthXorXnorAreaFrac_pct=6.60
export IMPL_vdd_ir_drop_max_v=0.000165
export IMPL_yosys_stat_seqShare_pct=31.2
export IMPL_max_freq_mhz=298
export IMPL_grt_pass1_vias=1470
export IMPL_crit_arrival_ns=2.70
export IMPL_path_max_fanout=2
export IMPL_yosys_area_um2=1990
export IMPL_cp_depth=11
export IMPL_tool_warnings=33
export IMPL_rsz0062_at_grt="yes"
export IMPL_maxCapViolCount=0
export IMPL_startpoint="xCounter[9]"
export IMPL_r2r_start="xCounter[1]"
export IMPL_final_period_utilization_pct=102
export IMPL_r2r_cells=6
export IMPL_fp_util_pct=24.0
export IMPL_ant_nets=0
export IMPL_first_pass_iters=4
export IMPL_grt_max_degree=21
export IMPL_grt_overflow=0
export IMPL_finalHoldViolCount=0
export IMPL_fin_tns_setup_ns=-0.103
export IMPL_dieHeight_um=113
export IMPL_path_buffers=6
export IMPL_cp_required_ns=2.64
export IMPL_slew_limit_headroom_pct=55.3
export IMPL_std_cell_rows=33
export IMPL_ys_sh_mux_pct=1.07
export IMPL_postRouteWirelength_mm=4.02
export IMPL_stdcell_area_um2=2460
==> cell type report <==
| cell class | count | area, µm² | area share [%] |
|---|---|---|---|
| Clock buffer | 7 | 92.6 | 3.76 |
| Inverter | 12 | 45.0 | 1.83 |
| Multi-Input combinational cell | 158 | 1200 | 48.6 |
| Timing Repair Buffer | 43 | 347 | 14.1 |
| Sequential cell | 26 | 621 | 25.2 |
| Clock inverter | 1 | 30.0 | 1.22 |
| Tap cell | 105 | 131 | 5.33 |
==> synthesized netlist by cell type, types with 3 or more instances <==
cell	instances	area [µm²]
o21ai_0	10	50.1
and3_1	5	31.3
xor2_1	5	43.8
buf_4	39	293
inv_1	12	45.0
o31ai_1	3	22.5
xnor2_1	10	87.6
a21oi_1	7	35.0
nor2_1	11	41.3
ha_1	22	275
dfrtp_1	20	500
a211oi_1	5	37.5
nand4_1	8	50.1
dfxtp_1	6	120
nand2_1	5	18.8
nand3_1	10	50.1
o21bai_1	3	22.5
==> worst reg2reg max path, cell delays in order (launching register included) <==
cell and delay [ns]:
dfrtp_1 0.46, ha_1 0.29, nand4_1 0.24, nor4_4 0.64
buf_4 0.26, a21boi_0 0.18, mux2i_1 0.09
==> power by group <==
group,switching [mW],internal (mW),total [mW]
sequential,0,0.317,0.317
clock,0.116,0.259,0.375
combinational,0.00670,0.00181,0.00851
==> metrics by stage <==
| stage | power (mW) | hold WS, ns | setup slack [ns] |
|---|---|---|---|
| after floorplan | 0.364 | 0.310 | 0.299 |
| after global placement | 0.354 | 0.312 | -0.142 |
| after detailed placement | 0.354 | 0.312 | -0.144 |
| after CTS | 0.722 | 0.332 | -0.117 |
| after global routing | 0.741 | 0.337 | -0.228 |
| final | 0.700 | 0.333 | -0.0601 |
==> how the worst min path moves through the flow <==
| stage | cells after the start | to | startpoint |
|---|---|---|---|
| after CTS | 0 | VGA_HS | VGA_HS1 |
| after global routing | 0 | VGA_HS | VGA_HS1 |
| final | 0 | VGA_BLANK | VGA_BLANK1 |
==> per-layer routing <==
layer	GRT usage, %	part of all wire [%]	vias to the layer above
li1	-	-	741
met3	1.44	4.9	6
met4	1.35	1.4	0
met1	7.56	46	669
met5	0	0	-
met2	9.87	48	41
==> what timing repair did <==
item,4_1_cts,5_1_grt
setup buffers,6,4
endpoints found under the setup margin,8,6
pin swaps,21,18
endpoints found under the hold margin,0,0
resized,27,19
gates cloned,0,0
hold buffers,0,0
==> cell families (layout without fill, tap and decap cells) <==
logic type                 Yosys count  after routing
other                                2             28
and+or+nand+nor                     52             52
AOI/OAI and AO/OA                   37             37
xor gates and xnor gates            15             15
DFF                                 26             26
adders and majority gates           24             24
buffers and inverters               53             63
muxes                                2              2
==> registers in the layout, indices dropped and copies added (netlist names) <==
| register | flops |
|---|---|
| xCounter | 10 |
| yCounter | 10 |
| VGA_BLANK | 1 |
| VGA_BLANK1 | 1 |
| VGA_HS | 1 |
| VGA_HS1 | 1 |
| VGA_VS | 1 |
| VGA_VS1 | 1 |
==> cells in the final DEF (no fill, tap or decap), types with 2 or more instances in the layout <==
master           synthesis  layout
a211oi_2                 0       2
a211oi_4                 0       2
a21boi_0                 2       2
a21o_1                   2       2
a21oi_1                  7       6
and3_1                   5       5
and4_1                   2       2
buf_2                    1       3
buf_4                   39      20
buf_6                    1       2
clkbuf_2                 0       4
clkbuf_8                 0       6
clkdlybuf4s50_1          0      14
conb_1                   2      28
dfrtp_1                 20      20
dfxtp_1                  6       6
ha_1                    22      20
inv_1                   12       9
inv_2                    0       3
nand2_1                  5       5
nand2b_1                 2       2
nand3_1                 10      10
nand4_1                  8       8
nor2_1                  11       9
nor2_2                   0       2
nor3_1                   2       2
o21ai_0                 10       9
o21bai_1                 3       2
xnor2_1                 10      10
xor2_1                   5       5
No activity file was given, so power comes from the tool's default toggle rates.
